==> /design/flow/design.v <==
module uart_tx_moore (
    input rst,   
    input clk_baud,   
    input [7:0] bus_in,   
    output reg serial_out   
);
    reg [3:0] current_state;   
    reg [3:0] next_state;   
    reg [7:0] bus_buff;
    reg parity_even;
    wire bus_arrival;
    localparam 
    state_0 = 4'b0000,  state_1 = 4'b0001,  state_2 = 4'b0010,
    state_3 = 4'b0011,  state_4 = 4'b0100,  state_5 = 4'b0101,
    state_6 = 4'b0110,  state_7 = 4'b0111,  state_8 = 4'b1000,
    state_9 = 4'b1001,  state_10= 4'b1010,  state_11= 4'b1011; 
    assign bus_arrival = | bus_in;
    always @(*) begin
        if (rst)  
            bus_buff = 8'b0;
        else begin
            if(current_state == state_0) begin
                if(bus_arrival)  begin
                    bus_buff = bus_in;                  
                    parity_even = ^ bus_buff;   
                end 
                else begin
                    bus_buff = 8'b0;
                    parity_even = 1'b0;
                end
            end
        end
    end
    always @(posedge clk_baud, posedge rst) begin
        if(rst) begin
            current_state <= state_0; 
        end
        else begin
            current_state <= next_state;
        end    
    end
    always @(*) begin
        next_state = state_0;
        case (current_state)
            state_0 : begin   
                    if(bus_arrival) 
                        next_state = state_1;
                    else
                        next_state = state_0;
                    end
            state_1 : begin   
                    next_state = state_2;
                    end
            state_2 : begin
                    next_state = state_3;
                    end
            state_3 : begin
                    next_state = state_4;
                    end
            state_4 : begin
                    next_state = state_5;
                    end
            state_5 : begin
                    next_state = state_6;
                    end
            state_6 : begin
                    next_state = state_7;
                    end
            state_7 : begin
                    next_state = state_8;
                    end
            state_8 : begin
                    next_state = state_9;
                    end
            state_9 : begin
                    next_state = state_10;
                    end
            state_10 : begin
                    next_state = state_11;
                    end
            state_11 : begin
                    next_state = state_0;
                    end        
            default: next_state = state_0;
        endcase    
    end
    always @(*) begin
        if(rst) 
            serial_out = 1'b1;
        else begin
            case (current_state) 
                state_0 : serial_out = 1'b1;
                state_1 : serial_out = 1'b0;
                state_2 : serial_out = bus_buff[7];
                state_3 : serial_out = bus_buff[6];
                state_4 : serial_out = bus_buff[5];
                state_5 : serial_out = bus_buff[4];
                state_6 : serial_out = bus_buff[3];
                state_7 : serial_out = bus_buff[2];
                state_8 : serial_out = bus_buff[1];
                state_9 : serial_out = bus_buff[0];
                state_10: serial_out = parity_even;
                state_11: serial_out = 1'b1;
                default: serial_out = 1'b1;
            endcase
        end
    end
endmodule
==> /design/flow/run.sh <==
#!/bin/bash
# OpenROAD 26Q1-2900-gdf79404cd8, Yosys 0.63+post, stock flow scripts
make -C /OpenROAD-flow-scripts/flow DESIGN_CONFIG=/design/flow/config.mk WORK_HOME=/design/flow/orfs finish
==> /design/flow/config.mk <==
export PLATFORM = sky130hd
export DESIGN_NAME = uart_tx_moore
export DESIGN_NICKNAME = uart_tx_moore
export VERILOG_FILES = /design/flow/design.v
export SDC_FILE = /design/flow/constraint.sdc
export NUM_CORES = 4
export LEC_CHECK = 1
export CORE_AREA = 10 10 83 83
export DIE_AREA = 0 0 93 93
==> /design/flow/constraint.sdc <==
current_design uart_tx_moore

set clk_period 2.2
set clk_io_pct 0.2

create_clock -name clk0 -period $clk_period [get_ports {clk_baud}]

set non_clock_inputs [all_inputs -no_clocks]
set_input_delay [expr $clk_period * $clk_io_pct] -clock clk0 $non_clock_inputs
set_output_delay [expr $clk_period * $clk_io_pct] -clock clk0 [all_outputs]
==> metrics.log <==
[flow] final metrics
[metrics] status: complete, no violations
[metrics] measured slew at the worst slew-check pin: 452 ps
[metrics] share of layout cells above drive strength 1: 0.105
[metrics] WP data required: 1760 ps
[metrics] Final Slew Violations: 0
[metrics] Die Footprint: 0.00865 mm2
[metrics] slowest cell on the critical path: clkdlybuf4s50_1
[metrics] Most common reg cell: dfrtp_1
[metrics] initial antenna violation count: 0
[metrics] setup skew after layout: 2.59 ps
[metrics] count of endpoints without a timing constraint: 9
[metrics] clock edge transition at the registers on the reported setup and hold paths: 50 ps
[metrics] worst hold path type: flop to flop
[metrics] flops & latches, synth: 21
[metrics] Cells after Synth: 63
[metrics] summed standard-cell area reported by yosys: 706 um2
[metrics] H-tree levels: 1
[metrics] Routability Congestion: 0.775
[metrics] Die Height: 93 um
[metrics] Worst Setup Start Kind: flop
[metrics] EDFF count, synth: 0
[metrics] violation count after the first detailed-routing iteration: 20
[metrics] cell types occupying the most area after synthesis: dfrtp_1 39%, dlxtn_1 19%, ha_1 7.1%, inv_1 4.8%, a221oi_2 4.3%
[metrics] sort of element at the end of the critical path: primary output
[metrics] count of unclocked register or latch pins: 9
[metrics] pre-placement core utilization: 0.137
[metrics] data arrival time of the critical path: 1630 ps
[metrics] number of setup buffers added after CTS: 0
[metrics] final setup violation count: 0
[metrics] post-cts hold buffer count: 0
[metrics] top cell family by delay on the critical path: AND-OR/OR-AND gates
[metrics] post-DR vias/cell: 3.01
[metrics] final hold viol count: 0
[metrics] count of warnings emitted by yosys: 1
[metrics] global-route usage over all layers: 0.0330
[metrics] number of antenna repair diodes: 0
[metrics] largest area contributor in the synthesized netlist: dfrtp_1
[metrics] post-cts sizing count: 0
[metrics] core region area: 0.00514 mm2
[metrics] Comb pwr share: 0.111
[metrics] clock buffer count from CTS: 3
[metrics] largest net degree at the start of global routing: 14
[metrics] total via count after detailed routing: 439
[metrics] final hold slack: 376 ps
[metrics] Max clock buf depth: 2
[metrics] async set-or-reset flop fraction in the synthesized netlist: 0.571
[metrics] CTS tree: yes
[metrics] delay of the slowest cell on the worst path: 420 ps
[metrics] switching share of power: 0.203
[metrics] Top-Level Pins: 11
[metrics] Post-Synthesis Cell Area: 706 um2
[metrics] ranking of synthesized cells by instance count: 11 x dfrtp_1, 9 x dlxtn_1, 9 x inv_1
[metrics] Sum Neg Setup Slack: 0 ps
[metrics] library cell with the highest instance count after synthesis: dfrtp_1
[metrics] share of power burned in the clock network: 0.437
[metrics] switching power of the nets: 110 uW
[metrics] category of the critical setup timing path: flop to primary output
[metrics] count of distinct cell types in the synthesized netlist: 19
[metrics] yosys stat cell total: 63
[metrics] count of max-cap constraint violations: 0
[metrics] remaining antenna violation count: 0
[metrics] static leakage: 0.000454 uW
[metrics] area added between synthesis and finish: 34.0%
[metrics] PD cells: 572 mW/mm2
[metrics] Core Rows: 26
[metrics] synthesized area per cell: 11.2 um2
[metrics] clock tree root driver cell: clkbuf_8
[metrics] critical path fanouts, max: 3
[metrics] PortBufs: 10
[metrics] Worst-Skew Late Latency: 240 ps
[metrics] fillcell total: 595
[metrics] fraction of power consumed by sequential logic: 0.452
[metrics] fin crit period: 2070 ps
[metrics] Internal Power: 431 uW
[metrics] Final Routed Wirelength: 1.28 mm
[metrics] first-pass GRT wire length: 2.31 mm
[metrics] average detailed-routed wire length per instance: 8.76 um
[metrics] Peak Freq: 482 MHz
[metrics] tool warnings: 25
[metrics] Top cell area share: 0.390
[metrics] die width: 93 um
[metrics] count of unresolved DRC violations after routing: 0
[metrics] portion of the clock cycle consumed by the worst path in the final layout: 0.943
[metrics] via count of the first global-routing pass: 471
[metrics] sum of overflow across all layers after global routing: 0
[metrics] half-perimeter wire length after placement: 1.08 mm
[metrics] worst-case vdd ir drop: 0.225 mV
[metrics] buffer and inverter count on the worst path: 1
[metrics] worst rel slew slack: 0.698
[metrics] setup repair after global routing missed its margin: false
[metrics] Initial DRT Pass Iterations: 3
[metrics] series of cell instances along the critical path: a22o_1 -> a221oi_2 -> nand4_1 -> clkdlybuf4s50_1
==> registers in the layout (all words and copies together), names as in the netlist <==
register,cells
current_state,12
parity_even,1
bus_buff,8
==> cell usage in the layout, fill, tap and decap left out, types with 2 or more instances in the layout <==
| master | n |
|---|---|
| a221oi_2 | 2 |
| a22o_1 | 2 |
| clkbuf_8 | 4 |
| clkdlybuf4s50_1 | 10 |
| dfrtp_1 | 11 |
| dlxtn_1 | 9 |
| ha_1 | 4 |
| inv_1 | 9 |
| nor2_1 | 7 |
| nor3_1 | 4 |
| nor4_1 | 2 |
| xnor2_1 | 3 |
==> layer usage <==
metal | track usage | vias to the layer above | share of wire
met5 | 0 | - | 0
met4 | 0.00386 | 0 | 0.0047
met3 | 0.0153 | 2 | 0.074
met2 | 0.0386 | 13 | 0.33
met1 | 0.0532 | 188 | 0.59
li1 | - | 236 | -
==> power by group through the flow <==
stage | Combinational [uW] | Clock, uW | Sequential, uW
final | 59.9 | 237 | 245
after global routing | 70.1 | 257 | 246
after CTS | 61.5 | 242 | 245
==> kinds of logic after synthesis <==
| family | synth area share |
|---|---|
| compound gates | 0.0851 |
| simple gates | 0.126 |
| xor+xnor | 0.0372 |
| buf+inv | 0.0621 |
| flops | 0.427 |
| fa+ha+maj | 0.0709 |
| latches | 0.191 |
==> through the flow <==
step            util  worst slack [ps]  cell area, um2  instances  power [uW]
2_1_floorplan      -               955             706         63         285
3_3_place_gp   0.173               266             891        142         309
3_5_place_dp   0.173               250             891        142         310
4_1_cts        0.184               111             946        146         548
5_1_grt        0.184              11.2             946        146         573
6_report       0.184               126             946        146         541
==> area by class of cell <==
type	count	area, um2	area share
multi-input combinational	31	225	0.238
timing repair buffer	11	108	0.114
inverter	9	33.8	0.0357
sequential	21	437	0.462
clock buffer	4	55.1	0.0582
tap	70	87.6	0.0926
==> path summary, 6_finish.rpt <==
path	cells past startpoint	slack [ps]	to	from
min reg2reg	0	380	current_state[3]	current_state[6]
max reg2reg	1	1470	current_state[6]	current_state[0]
min	0	380	current_state[3]	current_state[6]
max	4	130	serial_out	current_state[4]
min in group asynchronous	3	720	current_state[9]	rst
max in group asynchronous	3	1140	current_state[0]	rst
Power figures rest on the tool's default switching activity, not on a simulated workload.
